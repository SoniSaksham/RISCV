### flow/run.sh
#!/bin/bash
# OpenROAD 26Q1-2900-gdf79404cd8, Yosys 0.63+post, stock flow scripts
make -C /OpenROAD-flow-scripts/flow DESIGN_CONFIG=/design/flow/config.mk WORK_HOME=/design/flow/orfs finish
### flow/config.mk
export PLATFORM = sky130hd
export DESIGN_NAME = memory
export DESIGN_NICKNAME = memory
export VERILOG_FILES = /design/flow/design.v
export SDC_FILE = /design/flow/constraint.sdc
export NUM_CORES = 4
export LEC_CHECK = 1
export CORE_UTILIZATION = 50
export SYNTH_MEMORY_MAX_BITS = 65536
### flow/constraint.sdc
current_design memory

set clk_period 71.9
set clk_io_pct 0.2

create_clock -name clk0 -period $clk_period [get_ports {clk}]

set non_clock_inputs [all_inputs -no_clocks]
set_input_delay [expr $clk_period * $clk_io_pct] -clock clk0 $non_clock_inputs
set_output_delay [expr $clk_period * $clk_io_pct] -clock clk0 [all_outputs]
### flow/design.v
`timescale 1ns / 1ps
module memory(add,data_in,ALU_res,i_r,clk,rd_i,wr_rd,instr,data_out);
input [31:0]add,data_in,ALU_res;
input clk,rd_i,wr_rd,i_r;
output reg[31:0]instr;
output [31:0]data_out;
reg [31:0]rom[0:26];
reg [31:0]data[0:120];
wire [31:0]add1;
assign add1=i_r?ALU_res:add;
always@(posedge clk)
begin
if(rd_i)
instr<=rom[add];
if(wr_rd)
data[add1]<=data_in;
end
assign data_out=wr_rd?32'bz:data[add1];
initial
begin
rom[0]=32'h002082b3;
rom[1]=32'h402082b3;
rom[2]=32'h002092b3;
rom[3]=32'h0020a2b3;
rom[4]=32'h0020c2b3;
rom[5]=32'h0020d2b3;
rom[6]=32'h0020e2b3;
rom[7]=32'h4020d2b3;
rom[8]=32'h0020f2b3;
rom[9]=32'h00308293;
rom[10]=32'h0030a293;
rom[11]=32'h0030c293;
rom[12]=32'h0030e293;
rom[13]=32'h0030f293;
rom[14]=32'h0030a283;
rom[15]=32'h00309293; 
rom[16]=32'h0030d293;
rom[17]=32'h4030d293;
rom[18]=32'h0620a2a3;
rom[19]=32'h062082e3;
rom[20]=32'h062092e3;
rom[21]=32'h0620c2e3;
rom[22]=32'h0620d2e3;
rom[23]=32'h00c082e7;
rom[25]=32'h000082ef;
rom[26]=32'h000082b7;
rom[27]=32'h00008297;
data[0]=32'b00110010010101000011010000110111;
data[1]=32'b01110111010101000011010000010111;
data[2]=32'b11111111111111110101010001101111;
data[3]=32'b11110100010111110000010001100111;
data[4]=32'b10011010100011110000010001100011;
data[5]=32'b10111111011001000001010101100011;
data[6]=32'b10111100010101000100111001100011;
data[7]=32'b10111100010101000101011001100011;
data[8]=32'b10110010001100000110011001100011;
data[9]=32'b10011001001100000111011001100011;
data[10]=32'b11111011001100000000011000000011;
data[11]=32'b01100101001100000001011000000011;
data[12]=32'b11111010110111100010011000000011;
data[13]=32'b11111010110111100100011000000011;
data[14]=32'b11001010111011100101011000000011;
data[15]=32'b11001010111011100000011000100011;
data[16]=32'b11000111100011100001011000100011;
data[17]=32'b10011000011111100010011000100011;
data[18]=32'b10011000011111100000011000010011;
data[19]=32'b10010101011011100001011000010011;
data[20]=32'b11110100010011100010011000010011;
data[21]=32'b00110011010111100011011000010011;
data[22]=32'b00110011010100100100011000010011;
data[23]=32'b10010011010100100101011000010011;
data[24]=32'b11000000010100100110011000010011;
data[25]=32'b11001111010110000111011000010011;
data[26]=32'b00000000010110000001011000010011;
data[27]=32'b00000001010110000101011000010011;
data[28]=32'b01000001010110000101011000010011;
data[29]=32'b00000000010110000000011000110011;
data[30]=32'b01000000010110000000011000110011;
data[31]=32'b00000000010110000001011000110011;
data[32]=32'b00000000111110000010011000110011;
data[33]=32'b00000000111111110011011000110011;
data[34]=32'b00000000100110010100011000110011;
data[35]=32'b00000000111110010101011000110011;
data[36]=32'b01000000111110010101011000110011;
data[37]=32'b00000000111110010110011000110011;
data[38]=32'b00000000111110010111011000110011;
data[39]=32'b10011000011111100000011000010011;
data[108]=32'b10011000011111100000011000010011;
end
endmodule
==> CHANGELOG.md <==
## Flow update

- Drt total wl: 401700 microns
- Asr flop ratio synth: 0%
- Max frequency: 26.58 MHz
- Status: finished clean
- Critical path class: in -> out
- Crit path time final: 37620 ps
- DR vias: just under 80k
- Yosys chip area: 149400 sq um
- Post-route ant nets: 0
- Max-slew violation count: 0
- Most numerous logic cells after layout: 3885 x edfxtp_1, 1923 x mux2i_1, 963 x o22ai_1
- RSZ-0062 raised after global routing: no
- HP Class: in -> reg
- CTS max path bufs: 4
- Placer congestion estimate: roughly 0.9
- Dpl hpwl: roughly 230000 microns
- CTS tree: built
- Synth Seq Share: around 78%
- Most numerous logic cell after layout: edfxtp_1
- Mean routed wirelength per cell: approximately 31 microns
- LEAKAGE: 57.02 nW
- Vias/cell: 6.032
- Fin Setup TNS: 0 ps
- I/O Pins: 164
- Global-route wire length before repair: 568100 microns
- Avg Cell Area, Syn: 18.21 sq um
- Core area: a little under 300000 sq um
- Startpoint types: input pin
- DRC Markers: 0
- VDD IR max: 22.32 uV
- FP Util: slightly above 50%
- CTS buffer count: a little under 400
- Cell Rows: 200
- Crit share post-route: a little over half
- Tightest Pin Transition: ~1200 ps
- Layout cell share with drive strength beyond 1: 12.46%
- Synth area leader: edfxtp_1
- Synth Cell Area: 149400 sq um
- Commonest flop: edfxtp_1
- Placed cell areas: around 160000 sq um
- Synth unique cells: 37
- Area growth from synthesis to layout: 13.44%
- Global Route Usage Sum: between 30% and 40%
- Cell area after layout: approximately 170000 sq um
- Top cells by area: edfxtp_1 78%, mux2i_1 13%, o22ai_1 4.0%
- Final hold violations: 0
- Setup Buffers After CTS: 0
- Power Density: approximately 28 nW/um^2
- CP arrival: between 20000 and 25000 ps
- H-Tree Depth: 5
- Number of cells in Yosys stat: between 8k and 9k
- GR Overflow Total: 0
- Crit path DRT: ~58000 ps
- Tool warnings: between 80 and 90
- Vias in the first global route: approximately 80k
- Reg clk slew, reported paths: 60 ps
- Synth Warn #: 2
- Antenna violations before repair: roughly 48
- Clk root buf: clkbuf_16
- Die width: 548.7 microns
- Hold buffers post-CTS: 0
- Synthesized instance count: slightly above 8k
- Port buffer count: approximately 96
- Clock sink total: between 3k and 4k
- Share of the synthesized area in the top cell type: around four fifths
- Maxcap violations: 0
- Drt first pass iters: 5
- Iteration-0 DRC count of the detailed router: about 5k
- Number of synthesized flops with an enable pin: approximately 3.9k
- Die height: about 550 microns
- Max_slew headroom: between 20% and 30%
- Largest net degree at the start of global routing: just under 100
- Yosys reg bits: a little under 4k
- Maximum fanout along the worst path: ~56
- # setup viols final: 0
- Total die size: about 300000 sq um
- PostCTS Resize Cnt: 0
- Crit end category: output pin
## cells in the mapped netlist, drive strengths merged, types with 2 or more instances
library cell     n
a21oi            4
a41oi          128
buf            294
clkbuf         241
conb             2
edfxtp        3885
ha               7
inv              6
mux2i         1923
nand2           54
nand2b           9
nand3           10
nor2           130
nor2b            4
nor3             2
o21a             3
o21ai          486
o22ai          966
o32a             4
o32ai            5
or4             32
## flip-flops by register name (all words and copies together) (netlist names)
signal  flops
instr      13
data     3872
## area by class of cell
class	instances	area, sq um
antenna	69	172.7
clock buffer	493	10360
clock inverter	225	1949
fill	21404	127500
inverter	6	22.52
multi-input combinational	3796	31460
sequential	3885	116700
tap	3939	4928
timing repair buffer	492	3949
## stage by stage
stage                     power [mW]  hold slack (ps)  cells  util, %  setup slack [ps]
after floorplan                2.712            14480   8222        -             41160
final                          4.759            13650  12905    57.06             34280
after global routing           4.896            13620  12885    57.05             33790
after CTS                      4.785            13590  12836    57.01             34270
after global placement         2.851            14590  12118    52.86             34340
after detailed placement       2.856            14590  12118    52.86             34290
## worst paths after layout
check	startpoint	end	cells after the start
hold / removal	data_in[25]	data[117][25]	1
setup / recovery	add[0]	data_out[21]	15
## power by group
| group | total (mW) | internal [mW] | switching (mW) |
|---|---|---|---|
| clock | 1.95 | 1.12 | 0.828 |
| sequential | 2.50 | 2.50 | 0.00217 |
| combinational | 0.304 | 0.0959 | 0.208 |
| total | 4.76 | 3.72 | 1.04 |
## critical path: stages
cell             delay, ps
clkdlybuf4s50_1        910
mux2_8                 680
buf_4                  630
buf_4                  630
buf_4                  620
buf_4                  670
buf_4                  730
buf_4                  570
buf_4                  580
mux2i_1                290
o22ai_1                120
o21ai_0                590
a41oi_1                550
or4_1                  600
clkdlybuf4s50_1        430
## layer usage
layer | wire (microns) | share of wire, % | GRT usage [%] | vias up
met5 | 1048 | 0.26 | 3.371 | -
met4 | 15580 | 3.9 | 9.608 | 40
met3 | 73750 | 18 | 24.12 | 621
met2 | 184000 | 46 | 41.89 | 4483
li1 | - | - | - | 34278
met1 | 127400 | 32 | 36.55 | 38424
## cells by family after synthesis
group,count (synthesis),share of synthesized area (%)
flops,3885,78.08
mux,1924,12.89
compound gates,1604,6.550
other cells,2,0.005026
simple gates,243,0.7268
fa+ha+maj,7,0.05861
xor+xnor,1,0.005863
buf+inv,541,1.686
Power figures rest on the tool's default switching activity, not on a simulated workload.
