## flow/run.sh

```bash
#!/bin/bash
# OpenROAD 26Q1-2900-gdf79404cd8, Yosys 0.63+post, stock flow scripts
make -C /OpenROAD-flow-scripts/flow DESIGN_CONFIG=/design/flow/config.mk WORK_HOME=/design/flow/orfs finish
```

## flow/config.mk

```make
export PLATFORM = sky130hd
export DESIGN_NAME = reg_file
export DESIGN_NICKNAME = reg_file
export VERILOG_FILES = /design/flow/design.v
export SDC_FILE = /design/flow/constraint.sdc
export NUM_CORES = 4
export LEC_CHECK = 1
export CORE_UTILIZATION = 40
```

## flow/constraint.sdc

```tcl
current_design reg_file

set clk_period 12.0
set clk_io_pct 0.2

create_clock -name clk0 -period $clk_period [get_ports {clk}]

set non_clock_inputs [all_inputs -no_clocks]
set_input_delay [expr $clk_period * $clk_io_pct] -clock clk0 $non_clock_inputs
set_output_delay [expr $clk_period * $clk_io_pct] -clock clk0 [all_outputs]
```

## flow/design.v

```verilog
`timescale 1ns / 1ps
module reg_file(instr,wr_data,reg_wr,reg_rd,clk,rd1,rd2);
input [31:0]instr,wr_data;
input reg_wr,reg_rd,clk;
output reg[31:0]rd1,rd2;
reg [31:0]R[0:31];
reg [4:0]rs1,rs2,rd;
always@(negedge clk)
begin
rd =instr[11:7];
if(reg_wr)
begin
case(rd)
5'd0: R[0]=wr_data; 5'd8: R[8]=wr_data;  5'd16: R[16]=wr_data; 5'd24: R[24]=wr_data;
5'd1: R[1]=wr_data; 5'd9: R[9]=wr_data;  5'd17: R[17]=wr_data; 5'd25: R[25]=wr_data;
5'd2: R[2]=wr_data; 5'd10:R[10]=wr_data; 5'd18: R[18]=wr_data; 5'd26: R[26]=wr_data;
5'd3: R[3]=wr_data; 5'd11:R[11]=wr_data; 5'd19: R[19]=wr_data; 5'd27: R[27]=wr_data;
5'd4: R[4]=wr_data; 5'd12:R[12]=wr_data; 5'd20: R[20]=wr_data; 5'd28: R[28]=wr_data;
5'd5: R[5]=wr_data; 5'd13:R[13]=wr_data; 5'd21: R[21]=wr_data; 5'd29: R[29]=wr_data;
5'd6: R[6]=wr_data; 5'd14:R[14]=wr_data; 5'd22: R[22]=wr_data; 5'd30: R[30]=wr_data;
5'd7: R[7]=wr_data; 5'd15:R[15]=wr_data; 5'd23: R[23]=wr_data; 5'd31: R[31]=wr_data;
endcase
end
end
always@(posedge clk)
begin
rs1=instr[19:15]; rs2=instr[24:20];
if(reg_rd)
begin
case(rs1)
5'd0: rd1=R[0]; 5'd8: rd1=R[8];  5'd16: rd1=R[16]; 5'd24: rd1=R[24];
5'd1: rd1=R[1]; 5'd9: rd1=R[9];  5'd17: rd1=R[17]; 5'd25: rd1=R[25];
5'd2: rd1=R[2]; 5'd10:rd1=R[10]; 5'd18: rd1=R[18]; 5'd26: rd1=R[26];
5'd3: rd1=R[3]; 5'd11:rd1=R[11]; 5'd19: rd1=R[19]; 5'd27: rd1=R[27];
5'd4: rd1=R[4]; 5'd12:rd1=R[12]; 5'd20: rd1=R[20]; 5'd28: rd1=R[28];
5'd5: rd1=R[5]; 5'd13:rd1=R[13]; 5'd21: rd1=R[21]; 5'd29: rd1=R[29];
5'd6: rd1=R[6]; 5'd14:rd1=R[14]; 5'd22: rd1=R[22]; 5'd30: rd1=R[30];
5'd7: rd1=R[7]; 5'd15:rd1=R[15]; 5'd23: rd1=R[23]; 5'd31: rd1=R[31];
endcase
case(rs2)
5'd0: rd2=R[0]; 5'd8: rd2=R[8];  5'd16: rd2=R[16]; 5'd24: rd2=R[24];
5'd1: rd2=R[1]; 5'd9: rd2=R[9];  5'd17: rd2=R[17]; 5'd25: rd2=R[25];
5'd2: rd2=R[2]; 5'd10:rd2=R[10]; 5'd18: rd2=R[18]; 5'd26: rd2=R[26];
5'd3: rd2=R[3]; 5'd11:rd2=R[11]; 5'd19: rd2=R[19]; 5'd27: rd2=R[27];
5'd4: rd2=R[4]; 5'd12:rd2=R[12]; 5'd20: rd2=R[20]; 5'd28: rd2=R[28];
5'd5: rd2=R[5]; 5'd13:rd2=R[13]; 5'd21: rd2=R[21]; 5'd29: rd2=R[29];
5'd6: rd2=R[6]; 5'd14:rd2=R[14]; 5'd22: rd2=R[22]; 5'd30: rd2=R[30];
5'd7: rd2=R[7]; 5'd15:rd2=R[15]; 5'd23: rd2=R[23]; 5'd31: rd2=R[31];
endcase
end
end
initial
begin
R[1]=32'h00000007;
R[2]=32'h0000000a;
end
endmodule
```

==> flow_summary_export.csv <==
group,metric,value,unit
routing,wl_per_cell,38.5,um
clock_network,clock_path_buffers,3,
floorplanning,die_x,340,um
clock_network,holdBufCountCts,0,
power_and_ir_drop,irDropWorstVdd,138,uV
timing,hold_ws,2150,ps
synth,flop_cell,"edfxtp_1",
power_and_ir_drop,p_leak,22.8,nW
floorplanning,coreArea,113000,um^2
routing,drc,0,
synth,syn_area,45700,um^2
clock_network,clk_root_buffer_cell,"clkbuf_16",
timing,tns,0,ps
job,warnings,1044,
synth,numSynthFlops,1088,
synth,synthArstFlopShare,0,
global_route,grt_pass1_wl,313,mm
clock_network,h-tree-depth,3,
setup_path,worstSetupStartpointType,"input port",
timing,hold_viol,0,
synth,synth_warnings,2,
cells_and_area,final_cells,6028,
setup_path,worstSetupPathType,"in2reg",
setup_path,cp-end-kind,"register",
routing,firstDrtPassIters,8,
routing,top_layer_used,"met5",
global_route,grt_use_total,0.432,
cells_and_area,mi_logic_area,12600,um^2
clock_network,postCtsSetupRepairBufs,0,
setup_path,cp.required,6380,ps
routing,drt_iter0_drc,4741,
clock_network,clk_latency,730,ps
synth,netlist_instances,3207,
placement,place_congestion,1.02,
floorplanning,ios,131,
timing,setup_violations,0,
timing,tightest_slew,1020,ps
setup_path,cp.arrival,4760,ps
placement,dp_cells,4774,
clock_network,cts_sinks,1088,
job,drv_cap,0,
routing,dr_wl_met3,51.7,mm
cells_and_area,drive_above_1_share,0.111,
floorplanning,die-area,116000,um^2
synth,syn_avg_cell_area,14.2,um^2
timing,fin_worst_skew,25.9,ps
routing,vias_per_cell,6.62,
routing,routed-via-count,39900,
global_route,grt_pass1_vias,42700,
power_and_ir_drop,power.density,174,nW/um^2
timing,drv_slew,0,
synth,synth_chip_area,45700,um^2
placement,dpl_cell_area,49900,um^2
clock_network,path_clk_slew,60,ps
timing,rsz0062_at_grt,"no",
cells_and_area,areaGrowthSynthToFinish,26.7,%
floorplanning,fp-utilization,0.405,
synth,ys_cells,3207,
placement,portBuffers,113,
cells_and_area,flop_area,32700,um^2
cells_and_area,final_area,57900,um^2
synth,ys_seq_frac,0.715,
routing,antenna_left,0,
timing,slew-limit-headroom,0.313,
synth,edf_count,1088,
global_route,grt_start_max_net_pins,36,
min_path,hp-class,"in2reg",
global_route,overflow,0,
synth,synth_cell_type_count,57,
clock_network,cts_buffers,118,
global_route,grt_antenna_before_repair,5,
status,status,"completed",
floorplanning,die_h,340,um
routing,wl_met2,94.7,mm
routing,drt-total-wl,232,mm
clock_network,tritoncts,"built",
clock_network,cts_resized,0,
setup_path,cp_max_fo,14,
cells_and_area,fillers,9274,
routing,met1_length,68.3,mm
floorplanning,rows,123,
placement,dp.final_hpwl,127,mm
-- registers in the layout, indices dropped and copies added (netlist names) --
name and flops:
R 1024, rd1 32, rd2 32
-- cells in the final DEF, fill, tap and decap left out, drive strengths merged, types with 5 or more instances in the layout --
cell type      netlist  routed
a211oi               5       5
a21oi               89      89
a221oi              11      11
a222oi              25      25
a22o                15      15
a22oi              853     853
a31oi               20      20
a32oi                9       9
and2                 7       7
and3                 6       6
and4                 6       6
buf                134     195
bufinv               0      18
clkbuf             101     143
clkdlybuf4s50        0     107
clkinv               0      27
clkinvlp             0      13
diode                0       9
edfxtp            1088    1088
inv                  3    1047
mux2i               15      15
nand2              254     254
nand2b              14      14
nand3               46      46
nand3b               8       8
nand4               96      96
nor2               190     190
nor2b               15      15
nor3                63      63
nor4                46      46
o21ai               21      21
o22ai                5       5
or2                  6       6
or3b                 6       6
-- metrics by stage --
step                      total power, mW  utilization  setup slack [ps]
final                                10.1        0.513              1620
after global routing                 10.6        0.513              1550
after CTS                            10.1        0.513              1720
after detailed placement             5.36        0.442               998
after global placement               5.37        0.442               968
after floorplan                      5.04            -              1340
-- metal layers --
metal | track usage | vias up
li1 | - | 15700
met1 | 0.449 | 18500
met2 | 0.555 | 4498
met3 | 0.414 | 1092
met4 | 0.233 | 50
met5 | 0.115 | -
-- kinds of logic after synthesis --
group	share of synthesized area
AND-OR/OR-AND	0.175
buffers and inverters	0.0242
flip-flops	0.715
multiplexers	0.00427
AND/OR/NAND/NOR	0.0818
-- worst paths after layout --
path | start | cells past startpoint | endpoint | slack [ps]
setup reg to reg | R[13][19]$_DFFE_NP_ | 6 | rd1[19]$_DFFE_PP_ | 3810
setup / recovery | reg_wr | 5 | R[3][17]$_DFFE_NP_ | 1620
hold reg to reg | R[0][3]$_DFFE_NP_ | 2 | rd1[3]$_DFFE_PP_ | 6570
hold / removal | reg_rd | 1 | rd1[29]$_DFFE_PP_ | 2150
-- cell type report --
type	count	share of cell area
well taps	1500	0.0324
multi-input cells	1881	0.217
flip-flops and latches	1088	0.564
diodes	9	0.000389
clock buffers	143	0.0564
repair buffers	302	0.0479
inverters	2	0.000130
clock inverters	1103	0.0816
-- worst max-delay path, stage by stage --
cell and delay, ps:
clkdlybuf4s50_1 570, nor2b_1 270, nand2_1 300, nor2_4 740
buf_4 440
-- where the power goes --
group | internal (mW) | switching [mW]
registers | 4.29 | 0.0310
clock network | 2.75 | 2.47
logic | 0.155 | 0.362
total | 7.20 | 2.86
-- synthesized netlist by cell type, types with 3 or more instances --
cell type,n,area [um^2]
edfxtp_1,1088,32700
a22o_1,15,131
o22ai_1,5,31.3
nor2b_1,15,93.8
nor2_4,4,45.0
inv_1,3,11.3
and3_1,6,37.5
or3_1,4,25.0
o32a_1,4,40.0
nand2_1,254,953
nor4_1,46,288
nor2_1,179,672
a21oi_1,89,445
and2_1,4,25.0
a32oi_1,9,78.8
and4_1,6,52.6
nand3_1,46,230
buf_1,8,30.0
a31oi_1,20,125
buf_4,17,128
nor3_1,63,315
nand2b_1,14,87.6
o31a_1,3,26.3
a222oi_1,25,250
or3b_1,4,35.0
a2bb2oi_1,3,26.3
and4b_1,4,40.0
nor3b_1,4,30.0
nor2_2,7,43.8
nand4_1,96,601
o2bb2ai_1,4,35.0
or2_2,6,37.5
mux2i_1,15,150
a2111oi_0,4,35.0
o21ai_0,21,105
a41oi_1,3,26.3
clkbuf_1,101,379
a22oi_1,853,6400
a221oi_1,11,96.3
mux2_2,4,45.0
a211oi_1,5,37.5
buf_2,107,536
nand3b_1,8,60.1
Power is estimated from default activity; no workload was simulated.
