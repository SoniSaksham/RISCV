--- config.mk ---
export PLATFORM = sky130hd
export DESIGN_NAME = imm_gen
export DESIGN_NICKNAME = imm_gen
export VERILOG_FILES = /design/flow/design.v
export SDC_FILE = /design/flow/constraint.sdc
export NUM_CORES = 4
export LEC_CHECK = 1
export CORE_UTILIZATION = 30
--- constraint.sdc ---
current_design imm_gen

set clk_period 4.7
set clk_io_pct 0.2

create_clock -name clk0 -period $clk_period [get_ports {clock}]

set non_clock_inputs [all_inputs -no_clocks]
set_input_delay [expr $clk_period * $clk_io_pct] -clock clk0 $non_clock_inputs
set_output_delay [expr $clk_period * $clk_io_pct] -clock clk0 [all_outputs]
--- design.v ---
`timescale 1ns / 1ps
module imm_gen(instr,clock,imm_i,imm_u,imm_s,imm_b,imm_j,shmt_i);
input [31:0]instr;
input clock;
output reg[31:0]imm_i,imm_u,imm_s,imm_b,imm_j,shmt_i;
always @(posedge clock)
begin
if(instr[6:0]==7'b0000011) imm_i= {{20{instr[31]}},instr[31:20]};        
else if(instr[6:0]==7'b0010011) begin
            if((instr[14:12]==3'd1)||(instr[14:12]==3'd5))
            shmt_i= {27'b0,instr[24:20]};        
            else
            imm_i= {{20{instr[31]}},instr[31:20]};        
            end
else if(instr[6:0]==7'b1100111) imm_i= {{20{instr[31]}},instr[31:20]};        
else if(instr[6:0]==7'b0100011) imm_s= {{20{instr[31]}},instr[31:25],instr[11:7]};        
else if(instr[6:0]==7'b1100011) imm_b= {{18{instr[31]}},instr[31],instr[7],instr[30:25],instr[11:8],1'b0};        
else if(instr[6:0]==7'b1101111) imm_j= {{11{instr[31]}},instr[31],instr[19:12],instr[21],instr[30:22],1'b0};        
else if(instr[6:0]==7'b0110111) imm_u= {instr[31:12],12'b0} ;        
else if(instr[6:0]==7'b0010111) imm_u= {instr[31:12],12'b0} ;        
else begin imm_i=32'bz;imm_u=32'bz;imm_s=32'bz;imm_b=32'bz;imm_j=32'bz;shmt_i=32'bz;end
end
endmodule
--- run.sh ---
#!/bin/bash
# OpenROAD 26Q1-2900-gdf79404cd8, Yosys 0.63+post, stock flow scripts
make -C /OpenROAD-flow-scripts/flow DESIGN_CONFIG=/design/flow/config.mk WORK_HOME=/design/flow/orfs finish
==> impl_metrics.sql <==
-- flow metrics import
INSERT INTO impl_metrics (metric_group, metric, value, unit) VALUES
('run_status', 'outcome', 'completed', ''),
('place', 'placement.io_buffers', '197', ''),
('final_timing', 'worst_slew_margin_rel', '46.15', '%'),
('setup_path', 'endpoint_kind', 'primary output', ''),
('pwr', 'clock_power_share', '36.0', '%'),
('final_timing', 'final.setup.tns', '0', 'ps'),
('route', 'drt_wl_total', '7126', 'um'),
('setup_path', 'critPathArrivalTime', '1620', 'ps'),
('setup_path', 'critical_path_class', 'reg2out', ''),
('pwr', 'internal_power', '1433', 'uW'),
('logic_synthesis', 'synth-seq-cells', '83', ''),
('grt', 'grtUsageMet1', '17.21', '%'),
('place', 'dpl-instance-area', '5025', 'um^2'),
('grt', 'grt_use_total', '11.58', '%'),
('setup_path', 'path_cells', 'clkdlybuf4s50_1', ''),
('pwr', 'sw_share', '19.68', '%'),
('logic_synthesis', 'yosys.stat.chipArea', '3541', 'um^2'),
('logic_synthesis', 'post_synth_most_frequent_cells', '110 x buf_4, 83 x edfxtp_1, 4 x o21ai_1', ''),
('pwr', 'power_switching', '351.0', 'uW'),
('pwr', 'comb_power_share', '13.5', '%'),
('route', 'drt_iter0_drc', '67', ''),
('pwr', 'power_density', '336.5', 'nW/um^2'),
('grt', 'grt_first_pass_wirelength', '10230', 'um'),
('flow_run', 'drv.max_cap_violation_count', '0', ''),
('final_layout', 'area_delta_synth_final', '49.72', '%'),
('grt', 'grt.met3_usage', '3.525', '%'),
('die', 'ioPinCount', '225', ''),
('cts', 'htree_num_levels', '3', ''),
('logic_synthesis', 'yosys-top-cells-area', 'edfxtp_1 70%, buf_4 23%, o21ai_1 0.57%', ''),
('logic_synthesis', 'synth_dominant_cell_count', 'buf_4', ''),
('cts', 'cts_setup_buffers', '0', ''),
('final_timing', 'rsz0062_at_grt', 'false', ''),
('cts', 'holdBufCountCts', '0', ''),
('setup_path', 'cp.buffers_inverters', '1', ''),
('die', 'fp_util', '30.88', '%'),
('cts', 'numClockSinks', '83', ''),
('pwr', 'peak_supply_drop', '0.0001524', 'V'),
('grt', 'globalRoute.busiestLayer', 'met2', ''),
('setup_path', 'crit_family', 'flip-flops', ''),
('logic_synthesis', 'synth_cell_types', '28', ''),
('setup_path', 'required', '3760', 'ps'),
('logic_synthesis', 'count_of_flip_flops_with_a_built_in_enable_after_synthesis', '83', ''),
('final_timing', 'min_period', '2556', 'ps'),
('cts', 'tritoncts', 'done', ''),
('place', 'gp_routability_congestion', '0.7606', ''),
('final_timing', 'final_min_period_over_clock_period', '54.39', '%'),
('cts', 'clkTransAtPathRegs', '60', 'ps'),
('route', 'vias', '1968', ''),
('logic_synthesis', 'postSynthAreaPerCell', '15.53', 'um^2'),
('grt', 'grt.met2_usage', '18.01', '%'),
('grt', 'number_of_antenna_violations_at_the_first_check_in_global_routing', '0', ''),
('setup_path', 'crit_slowest_cell', 'edfxtp_1', ''),
('die', 'core_area', '11470', 'um^2'),
('setup_path', 'crit_fanout', '21', ''),
('logic_synthesis', 'postSynth.topFlopCell', 'edfxtp_1', ''),
('cts', 'clock_tree.root_cell', 'clkbuf_16', ''),
('route', 'route.detailed.wl_per_inst', '14.06', 'um'),
('pwr', 'leakagePower', '0.001949', 'uW'),
('route', 'antenna_cells', '0', ''),
('grt', 'grt-ovfl-total', '0', ''),
('logic_synthesis', 'mappedNetlistArea', '3541', 'um^2'),
('setup_path', 'cpPeakStageDelay', '700', 'ps'),
('logic_synthesis', 'netlist_instances', '228', ''),
('logic_synthesis', 'netlist.top_cell.by_area', 'edfxtp_1', ''),
('final_layout', 'final_core_util', '46.23', '%'),
('pwr', 'share_seq_of_total_power', '50.5', '%'),
('die', 'design.die.area', '12240', 'um^2'),
('logic_synthesis', 'yosysCellCount', '228', ''),
('final_timing', 'finalHoldViolCount', '0', ''),
('final_timing', 'setup_violations', '0', ''),
('logic_synthesis', 'ys_seq_share', '70.39', '%');
-- power by group through the flow --
stage	logic, uW	registers (uW)	clock network (uW)
after CTS	245	904	667
after global routing	259	909	691
final	240	902	642
-- layout make-up --
cell class	count	area, um^2
flip-flops and latches	83	2492
repair buffers	202	2009
clock buffers	10	229.0
fillers	990	6166
well taps	143	178.9
inverters	2	7.507
multi-input cells	61	336.6
clock inverters	6	47.55
-- final timing paths --
| kind | startpoint | endpoint | slack (ps) | depth (start not counted) |
|---|---|---|---|---|
| worst max-delay path | imm_s[30] | imm_s[14] | 2140 | 1 |
| worst min-delay path | instr[16] | imm_u[16] | 1180 | 1 |
-- cell usage in the layout, fill, tap and decap left out, types with 2 or more instances in the layout --
cell | Yosys | layout
nand2_1 | 3 | 3
clkinvlp_4 | 0 | 4
conb_1 | 1 | 30
a21oi_1 | 2 | 2
inv_6 | 0 | 2
inv_1 | 2 | 2
o21ai_0 | 2 | 2
clkdlybuf4s50_1 | 0 | 197
buf_4 | 110 | 5
edfxtp_1 | 83 | 83
o21ai_2 | 0 | 3
clkbuf_16 | 0 | 9
nor2_1 | 2 | 2
-- flip-flops by register name, summed over array words and instances (netlist names) --
| name | flops |
|---|---|
| shmt_i | 5 |
| imm_b | 13 |
| imm_j | 20 |
| imm_i | 12 |
| imm_u | 21 |
| imm_s | 12 |
-- per-stage QoR --
| stage | total power, uW | hold slack, ps | instances | setup slack (ps) |
|---|---|---|---|---|
| 5_1_grt | 1859 | 1186 | 507 | 2033 |
| 3_5_place_dp | 1163 | 1527 | 491 | 1794 |
| 4_1_cts | 1816 | 1169 | 507 | 2094 |
| 3_3_place_gp | 1163 | 1521 | 491 | 1902 |
| 6_report | 1784 | 1181 | 507 | 2144 |
| 2_1_floorplan | 993.2 | 1039 | 257 | 1941 |
-- routing by layer --
| metal | part of all wire (%) | vias to the layer above |
|---|---|---|
| met4 | 1.7 | 0 |
| met5 | 0 | - |
| met3 | 7.7 | 10 |
| met2 | 49 | 121 |
| li1 | - | 932 |
| met1 | 42 | 905 |
-- logic make-up after synthesis --
family	share of synthesized area, %
buf+inv	23.67
compound gates	2.474
flops	70.39
simple gates	3.358
other cells	0.1059
No activity file was given, so power comes from the tool's default toggle rates.
